===== flow/run.sh =====
#!/bin/bash
# OpenROAD 26Q1-2900-gdf79404cd8, Yosys 0.63+post, stock flow scripts
make -C /OpenROAD-flow-scripts/flow DESIGN_CONFIG=/design/flow/config.mk WORK_HOME=/design/flow/orfs finish

===== flow/config.mk =====
export PLATFORM = sky130hd
export DESIGN_NAME = traffic_light
export DESIGN_NICKNAME = traffic_light
export VERILOG_FILES = /design/flow/design.v
export SDC_FILE = /design/flow/constraint.sdc
export NUM_CORES = 4
export LEC_CHECK = 1
export CORE_AREA = 10 10 84 84
export DIE_AREA = 0 0 94 94

===== flow/constraint.sdc =====
current_design traffic_light

set clk_period 4.0
set clk_io_pct 0.2

create_clock -name clk0 -period $clk_period [get_ports {clk}]

set non_clock_inputs [all_inputs -no_clocks]
set_input_delay [expr $clk_period * $clk_io_pct] -clock clk0 $non_clock_inputs
set_output_delay [expr $clk_period * $clk_io_pct] -clock clk0 [all_outputs]

===== flow/design.v =====
module traffic_light (
    input  clk,
    input  rst,
    input  pass,
    output R,
    output G,
    output Y
);
reg [2:0] ST=3'd0;
reg [10:0] times=3'd0;
reg [10:0] count=11'd0;
reg red, green, yellow;
always@(posedge clk or posedge rst)
begin
	if(rst)
	begin
		count<=11'd0;
		ST<=1'd0;
		red<=1'b0;
                green<=1'b1;
                yellow<=1'b0;
	end
	else if(pass==1)
	begin
		count<=count+11'd1;
		if(ST!=3'd0)
		begin
          		count<=11'd0;
          		ST<=3'd0;
			red<=1'b0;
         		green<=1'b1;
          		yellow<=1'b0;
		end
	end	
	else
	begin
		count<=count+11'd1;
        	case(ST)
        	3'd0: 
		begin
			times=11'd1023;
			if(count==times)
              		begin
                		count<=11'd0;
                		ST<=3'd1;
				red<=1'b0;
                		green<=1'b0;
                		yellow<=1'b0;
                	end              
               	end
        	3'd1: 
		begin
			times=11'd127;
			if(count==times)
              		begin
				count<=11'd0;
                		ST<=3'd2;
                		red<=1'b0;
                		green<=1'b1;
                		yellow<=1'b0;
                	end              
               	end
        	3'd2: 
		begin
			times=11'd127;
			if(count==times)
              		begin
				count<=11'd0;
                		ST<=3'd3;
                		red<=1'b0;
                		green<=1'b0;
                		yellow<=1'b0;
                	end              
               	end
		3'd3: 
		begin
			times=11'd127;
			if(count==times)
              		begin
				count<=11'd0;
                		ST<=3'd4;
                		red<=1'b0;
                		green<=1'b1;
                		yellow<=1'b0;
                	end              
               	end
        	3'd4: 
		begin   
			times=11'd127;    
			if(count==times)
              		begin
				count<=11'd0;
                		ST<=3'd5;
                		red<=1'b0;
                		green<=1'b0;
                		yellow<=1'b1;
                	end              
               	end
       	 	3'd5: 
		begin   
			times=11'd511;
			if(count==times)
              		begin
				count<=11'd0;
                		ST<=3'd6;
                		red<=1'b1;
                		green<=1'b0;
                		yellow<=1'b0;
                	end              
               	end
		3'd6: 
		begin  
			times=11'd1023;             
			if(count==times)
              		begin
				count<=11'd0;
                		ST<=3'd0;
                		red<=1'b0;
                		green<=1'b1;
                		yellow<=1'b0;
                	end              
               	end
        	endcase
	end
end
assign G=green;
assign Y=yellow;
assign R=red;
endmodule

==> flow_summary.ini <==
; flow metrics
[yosys]
yosys.area_share.aoi_pct = 9.50
synthTopCellsByArea = dfrtp_1 41%, nor2_1 5.8%, xor2_1 5.4%
ys_seq_share_pct = 43.8
top_area_share_pct = 41.1
ff_type = dfrtp_1
ys_cells = 97
ys_warn_count = 1
ys_types = 35
synth-edff-count = 0
netlist_instances = 97
synthTopLogicFamily = simple AND/OR/NAND/NOR gates
synth_simple_gate_area_share_pct = 27.7
syn_avg_cell_area_um2 = 10.0
ys_sh_xor_pct = 7.19
synth.cell_area_um2 = 975
ys_sh_adder_pct = 1.28
numSynthFlops = 17
ys_chip_area_um2 = 975
async_reset_ff_share_pct = 100
mux_share_pct = 4.62
yosys.area.top_type = dfrtp_1

[final_timing]
tightest_slew_ns = 0.630
finalHoldViolCount = 0
setup-tns-final_ns = 0
min_period_ns = 2.71
setup_viol = 0
worst_slack_ns = 1.29
finalCritPeriodShare_pct = 67.7
fin_skew_ns = 0.00211
drv_slew = 0
slew_headroom_pct = 58.0
fmax_mhz = 369
rsz0062_at_grt = no

[layout]
comb_area_um2 = 490
areaGrowthSynthToFinish_pct = 14.4
drive_above_1_share_pct = 13.9
seq_area_um2 = 427
num-fill-cells = 571

[power]
internal_power_w = 0.000396
power_switching_w = 0.000207
leakagePower_nw = 0.464
seq_power_share_pct = 43.4
comb_power_share_pct = 36.0
swShare_pct = 34.3
pwr-share-clk_pct = 20.6
powerDensity_mw_per_mm2 = 542
ir_drop_v = 0.000158

[grt]
grt_max_degree = 18
grt_pass1_wl_um = 3000
antenna_found_initial = 0
grt_pass1_vias = 659
grt_usage_pct = 4.08
grt.overflow.total = 0

[setup_path]
cp.required_ns = 4.13
critPathArrivalTime_ns = 2.84
critPathKind = primary input to flip-flop
cp-start-kind = primary input
r2r_cells = 6
crit_fanout = 13
end_kind = flip-flop

[job]
max_cap_viol_count = 0
openroad.warnings = 25

[clock_network]
cts_max_level = 1
clkTransAtPathRegs_ns = 0.06
cts_setup_buffers = 0
numCtsBuffers = 3
post_cts_resized = 0
clockRootBuffer = clkbuf_8
cts_tree = yes
cts_hold_buf = 0
cts_sinks = 17
cts_buffer_depth = 2
insertion_delay_ns = 0.25

[routing]
viasPerCell = 4.04
diodes = 0
initialDrtViolationCount = 65
drc = 0
post_drt_wl_per_cell_um = 10.2
wl_um = 1740
first_pass_iters = 4
ant_nets = 0
via_count = 690

[floorplan]
die_x_um = 94
die_h_um = 94
pin_count = 6
fp-row-count = 26
core_mm2 = 0.00520
die-area_mm2 = 0.00884
initCoreUtil_pct = 18.7

[worst_hold_path]
hold_path_class = flip-flop to flip-flop
whs_path_depth = 1

[outcome]
status = finished, final reports clean

[placement]
dp_worst_setup_slack_ns = 1.04
port_buffers = 5
gp_congestion = 0.864
dp_hpwl_um = 1260
==> kinds of logic (layout without fill, tap and decap cells) <==
kind of cell    count (synthesis)  in the layout
simple gates                   46             46
flops                          17             17
compound gates                 13             13
buf+inv                         9             13
xor+xnor                        8              8
mux                             3              3
fa+ha+maj                       1              1
==> critical path: stages <==
cell and delay, ns:
clkdlybuf4s50_1 0.57, or3b_1 0.43, nor3_1 0.16, o22a_1 0.19, nor2b_4 0.36, mux2_4 0.33
==> worst paths after layout <==
kind                                    start  slack (ns)            endpoint
max                                      pass        1.29  yellow$_DFFE_PP0P_
min                        count[0]$_DFF_PP0_        0.47  count[0]$_DFF_PP0_
max reg2reg                count[0]$_DFF_PP0_        1.80  yellow$_DFFE_PP0P_
min reg2reg                count[0]$_DFF_PP0_        0.47  count[0]$_DFF_PP0_
max in group asynchronous                 rst        2.66  count[9]$_DFF_PP0_
min in group asynchronous                 rst        0.94  count[5]$_DFF_PP0_
==> state kept, by name, summed over array words and instances, names as in the netlist <==
| name | cells |
|---|---|
| count | 11 |
| ST | 3 |
| green | 1 |
| red | 1 |
| yellow | 1 |
==> layout make-up <==
class	instances	area share (%)
repair buffers	5	4.49
well taps	70	7.86
flip-flops and latches	17	38.3
inverters	4	1.35
multi-input cells	71	44.0
clock buffers	4	4.04
==> stage by stage <==
stage	hold slack (ns)	area, um2	instances	util [%]	total power (W)
2_1_floorplan	0.430	975	97	-	0.000462
3_3_place_gp	0.456	1070	167	20.6	0.000483
3_5_place_dp	0.456	1070	167	20.6	0.000484
4_1_cts	0.469	1110	171	21.4	0.000615
5_1_grt	0.505	1110	171	21.4	0.000650
6_report	0.468	1110	171	21.4	0.000604
==> synthesized netlist by cell type (2+ instances only) <==
cell and instances:
dfrtp_1 16, nor2_1 15, xor2_1 6, a21oi_1 4, inv_1 4, nand2_1 4, nor2b_1 4, mux2_4 3
nand3_1 3, nor3_1 3, o21ai_0 3, buf_4 2, buf_6 2, nand4_1 2, nor3_2 2, nor3b_1 2
or2_2 2, or3b_1 2, xnor2_1 2
==> layer usage <==
layer	GRT usage, %	share of wire (%)
met1	5.97	51
met2	5.70	43
met3	1.86	6.0
met4	0	0
met5	0	0
==> power by group through the flow <==
stage,logic [W],clock network [W],registers [W]
CTS,0.000222,0.000133,0.000261
global route,0.000241,0.000141,0.000269
finish,0.000217,0.000124,0.000262
==> placed cells by master (no fill, tap or decap), drive strengths merged, types with 2 or more instances in the layout <==
| master | Yosys | layout |
|---|---|---|
| clkdlybuf4s50 | 0 | 5 |
| nor3b | 2 | 2 |
| mux2 | 3 | 3 |
| nor3 | 5 | 5 |
| dfrtp | 16 | 16 |
| xnor2 | 2 | 2 |
| nand4 | 3 | 3 |
| inv | 4 | 4 |
| a21oi | 4 | 4 |
| nand3 | 3 | 3 |
| clkbuf | 0 | 4 |
| nor2 | 15 | 15 |
| xor2 | 6 | 6 |
| o21ai | 3 | 3 |
| or3b | 2 | 2 |
| nor2b | 5 | 5 |
| nand2 | 4 | 4 |
| or2 | 2 | 2 |
No activity file was given, so power comes from the tool's default toggle rates.
